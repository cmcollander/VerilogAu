<file path="design.v">
module HexToInverseSevenSeg(
    input  [3:0]x,
    output reg [6:0]z
    );
    always @*
        case (x)
            4'b0000 : z = 7'b0000001;
            4'b0001 : z = 7'b1001111;
            4'b0010 : z = 7'b0010010; 
            4'b0011 : z = 7'b0000110;
            4'b0100 : z = 7'b1001100;
            4'b0101 : z = 7'b0100100;  
            4'b0110 : z = 7'b0100000;
            4'b0111 : z = 7'b0001111;
            4'b1000 : z = 7'b0000000;
            4'b1001 : z = 7'b0000100;
            4'b1010 : z = 7'b0001000; 
            4'b1011 : z = 7'b1100000;
            4'b1100 : z = 7'b0110001;
            4'b1101 : z = 7'b1000010;
            4'b1110 : z = 7'b0110000;
            4'b1111 : z = 7'b0111000;
        endcase
endmodule
</file>
<file path="run.sh">
#!/bin/bash
# OpenROAD 26Q1-2900-gdf79404cd8, Yosys 0.63+post, stock flow scripts
make -C /OpenROAD-flow-scripts/flow DESIGN_CONFIG=/design/flow/config.mk WORK_HOME=/design/flow/orfs finish
</file>
<file path="config.mk">
export PLATFORM = sky130hd
export DESIGN_NAME = HexToInverseSevenSeg
export DESIGN_NICKNAME = HexToInverseSevenSeg
export VERILOG_FILES = /design/flow/design.v
export SDC_FILE = /design/flow/constraint.sdc
export NUM_CORES = 4
export LEC_CHECK = 1
export CORE_AREA = 10 10 70 70
export DIE_AREA = 0 0 80 80
</file>
<file path="constraint.sdc">
current_design HexToInverseSevenSeg

set clk_period 1.7
set clk_io_pct 0.2

create_clock -name clk0 -period $clk_period

set non_clock_inputs [all_inputs -no_clocks]
set_input_delay [expr $clk_period * $clk_io_pct] -clock clk0 $non_clock_inputs
set_output_delay [expr $clk_period * $clk_io_pct] -clock clk0 [all_outputs]
</file>
==> ci_impl_report.md <==
### Yosys + OpenROAD results

| Metric | Value |
|---|---|
| Run status | completed |
| Vias | between 300 and 400 |
| Global-route wire length before repair | 1250 um |
| Commonest cells in the netlist | sky130_fd_sc_hd__ha_1 (7), sky130_fd_sc_hd__mux2i_1 (6), sky130_fd_sc_hd__nor2_1 (5) |
| Number of iterations in the first detailed-routing pass | 2 |
| Global route overflow | 0 |
| Critical Path Source | x[0] |
| Setup-violating endpoint count in the final report | 0 |
| Maximum number of pins on one net before global-route repair | 11 |
| FF+latch count | 0 |
| Fin crit share | 98.2% |
| CTS Hold Bufs | 0 |
| Drt initial violations | 3 |
| Fraction of the core area occupied by cells at floorplan | 7.88% |
| Number of violations of the max-capacitance limit | 0 |
| Number of cell rows | 21 |
| Count of buffers from port buffering | 11 |
| Critical Path RT | 1.36 ns |
| Routability congestion estimate from global placement | about 0.74 |
| Cell Count, Final, Fillers Out | a little under 100 |
| Biggest area consumer among synthesized cells | sky130_fd_sc_hd__ha_1 |
| Top cells by area | sky130_fd_sc_hd__ha_1 (33%), sky130_fd_sc_hd__mux2i_1 (22%), sky130_fd_sc_hd__mux4_2 (8.4%) |
| Slew Viols, Final | 0 |
| Most common cell in the synthesized netlist | sky130_fd_sc_hd__ha_1 |
| Final worst setup slack | roughly 0.03 ns |
| Path class of the lowest-slack min-delay path | input port to primary output |
| Initial antenna violation count | 0 |
| Number of standard cells reported by yosys | 33 |
| Worst setup EP type | primary output |
| Final core utilization | between 15 and 20% |
| Total die size | approximately 6400 um2 |
| Average instance area after synthesis | approximately 8.2 um2 |
| Average vias per placed instance | about 3.1 |
| Top cell type's share of synthesized area | between 30% and 40% |
| Setup TNS Final | 0 ns |
| Core Box Area | approximately 3400 um2 |
| Wire length reported by the detailed router | 782 um |
| Worst-Margin Slew | roughly 0.17 ns |
| Static leakage | around 0.26 nW |
| Critical path arrival | 1.33 ns |
| I/O pin cnt | 11 |
| Average wire per standard cell | 7.90 um |
| Worst slack at placement | -0.745 ns |
| Instance tally after logic synthesis | 33 |
| Number of antenna repair diodes | 0 |
| Achievable Freq | ~0.6 GHz |
| Global-route usage over all layers | 2.22% |
| Share of layout cells above drive strength 1 | around 43% |
| Area occupied by registers | 0 um2 |
| Cell variety after synth | 13 |
| Number of remaining DRC errors | 0 |
| Count of synthesis-stage warnings from yosys | 1 |
| Placed instance count | roughly 96 |
| Worst setup SP type | input port |
| Max-Slew Margin vs Limit | about 88% |
| Hold path startpoint | x[3] |
| Layout fillers | ~380 |
| Power density over the cells | roughly 200 nW/um2 |
| Y dimension of the die | approximately 80 um |
| Die x size | ~80 um |
| Total cell area reported by yosys after synthesis | ~270 um2 |
| Final worst path period need | approximately 1.7 ns |
| Worst voltage drop across the vdd grid | between 20 and 30 uV |
| Largest fanout on the critical path | 5 |
| Total standard cell area after synthesis | 269 um2 |
| Portion of the post-synthesis area used by sequential elements | 0% |
| Area growth from synthesis to final layout | 99.5% |
| Critical path type | input port to primary output |
| Layout clock buffers | 0 |
| Worst hold slack after final layout | roughly 1.1 ns |
| Tally of OpenROAD warnings | 38 |
| Half-perimeter wire length of the detailed placement result | 604 um |
| Vias in the first global route | between 300 and 400 |
| Number of hold violations in the final report | 0 |
| DRT antenna net count | 0 |
==> worst paths after layout <==
kind,slack (ns),to,depth (start not counted)
max,0.03,z[1],7
min,1.14,z[3],3
==> where the power goes <==
| part | switching (mW) | internal, mW | leakage [nW] |
|---|---|---|---|
| Clock | 0 | 0 | 0 |
| Sequential | 0 | 0 | 0 |
| Combinational | 0.0435 | 0.0663 | 0.255 |
==> placed cells by master (no fill, tap or decap) <==
cell type and instances:
sky130_fd_sc_hd__mux4_2 1, sky130_fd_sc_hd__nand2b_1 1, sky130_fd_sc_hd__dlygate4sd2_1 6, sky130_fd_sc_hd__a32o_1 1
sky130_fd_sc_hd__a21oi_1 1, sky130_fd_sc_hd__inv_2 2, sky130_fd_sc_hd__nor2_1 5, sky130_fd_sc_hd__buf_2 1
sky130_fd_sc_hd__nand2_1 1, sky130_fd_sc_hd__a21oi_2 1, sky130_fd_sc_hd__o211ai_1 1, sky130_fd_sc_hd__ha_2 2
sky130_fd_sc_hd__o21ai_1 2, sky130_fd_sc_hd__nand2b_4 1, sky130_fd_sc_hd__clkbuf_2 1, sky130_fd_sc_hd__buf_6 7
sky130_fd_sc_hd__buf_4 6, sky130_fd_sc_hd__clkdlybuf4s15_1 1, sky130_fd_sc_hd__mux2i_1 6, sky130_fd_sc_hd__ha_1 4
sky130_fd_sc_hd__inv_1 1, sky130_fd_sc_hd__ha_4 1
==> metrics by stage <==
step,area [um2],power [mW]
4_1_cts,518,0.105
3_3_place_gp,482,0.104
3_5_place_dp,482,0.105
5_1_grt,537,0.123
6_report,537,0.110
2_1_floorplan,269,0.0422
==> critical path, stage by stage <==
cell and delay [ns]:
sky130_fd_sc_hd__buf_6 0.10, sky130_fd_sc_hd__buf_6 0.12, sky130_fd_sc_hd__ha_2 0.17, sky130_fd_sc_hd__buf_4 0.14
sky130_fd_sc_hd__mux2i_1 0.16, sky130_fd_sc_hd__a21oi_2 0.07, sky130_fd_sc_hd__dlygate4sd2_1 0.24
==> cells by family (layout without fill, tap and decap cells) <==
logic type               after synthesis  after routing  share of synthesized area [%]
adder cells (fa/ha/maj)                7              7                           32.6
AND/OR/NAND/NOR                        8              8                           13.0
multiplexers                           7              7                           30.7
buffers and inverters                  5             25                           9.77
AND-OR/OR-AND                          6              6                           14.0
==> per-layer routing <==
layer	wire, um	track usage [%]	vias to the layer above	part of all wire [%]
met5	0	0	-	0
met4	0	0	0	0
met3	66	0.455	0	8.4
met2	382	4.49	8	49
met1	332	2.38	142	42
li1	-	-	156	-
==> what timing repair did <==
item | 4_1_cts | 5_1_grt
setup buffers | 3 | 0
endpoints found under the setup margin | 7 | 7
resized | 31 | 5
pin swaps | 2 | 2
==> cell type report <==
type / instances / area [um2] / area share [%]
inverters: 3 / 11.3 / 2.10
multi-input cells: 28 / 272 / 50.6
well taps: 46 / 57.6 / 10.7
repair buffers: 22 / 196 / 36.6
Power and IR drop assume default switching activity.
